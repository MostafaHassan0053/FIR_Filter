File: flow/design.v
`timescale 1us/1ns 
module fir_filter (
input wire clk ,
input wire reset ,
input wire buff_en ,
input wire fir_en ,
input wire signed [15:0] fir_data ,
output reg signed [31:0] fir_filtered_data 
);
wire signed [15:0] coeff0, coeff1,coeff2,coeff3,coeff4,coeff5,coeff6,coeff7,coeff8,coeff9,coeff10,coeff11,coeff12,coeff13,coeff14,coeff15 ;
reg signed [15:0] in_sample ;
reg signed [15:0] buff0, buff1,buff2,buff3,buff4,buff5,buff6,buff7,buff8,buff9,buff10,buff11,buff12,buff13,buff14,buff15 ;
reg signed [31:0] mul0, mul1,mul2,mul3,mul4,mul5,mul6,mul7,mul8,mul9,mul10,mul11,mul12,mul13,mul14,mul15 ;
assign coeff0 = 16'h0000;  
assign coeff1 = 16'hFFEB;  
assign coeff2 = 16'hFF03;  
assign coeff3 = 16'h0287;  
assign coeff4 = 16'h01FC;  
assign coeff5 = 16'hF3C8;  
assign coeff6 = 16'h0797;  
assign coeff7 = 16'h4130;  
assign coeff8 = 16'h4130;  
assign coeff9 = 16'h0797;  
assign coeff10 = 16'hF3C8;  
assign coeff11 = 16'h01FC;  
assign coeff12 = 16'h0287;  
assign coeff13 = 16'hFF03;  
assign coeff14 = 16'hFFEB;  
assign coeff15 = 16'h0000;  
always@(posedge clk or negedge reset)
begin
  if(!reset)
    begin
      in_sample <= 16'h0 ;
    end
  else if(buff_en)
    begin
      in_sample <= fir_data ;
    end
  else 
    begin
      in_sample <= in_sample ;
    end 
end      
always@(posedge clk or negedge reset)
begin
  if(!reset)
    begin   
      buff0 <= 16'b0 ;
      buff1 <= 16'b0 ;
      buff2 <= 16'b0 ;
      buff3 <= 16'b0 ;
      buff4 <= 16'b0 ;
      buff5 <= 16'b0 ;
      buff6 <= 16'b0 ;
      buff7 <= 16'b0 ;
      buff8 <= 16'b0 ;
      buff9 <= 16'b0 ;
      buff10 <= 16'b0 ;
      buff11 <= 16'b0 ;
      buff12 <= 16'b0 ;
      buff13 <= 16'b0 ;
      buff14 <= 16'b0 ;
      buff15 <= 16'b0 ;
    end 
  else if(buff_en)
    begin 
      buff0 <= in_sample ;
      buff1 <= buff0 ;
      buff2 <= buff1 ;
      buff3 <= buff2 ;
      buff4 <= buff3 ;
      buff5 <= buff4 ;
      buff6 <= buff5 ;
      buff7 <= buff6 ;
      buff8 <= buff7 ;
      buff9 <= buff8 ;
      buff10 <= buff9 ;
      buff11 <= buff10 ;
      buff12 <= buff11 ;
      buff13 <= buff12 ;
      buff14 <= buff13 ;
      buff15 <= buff14 ;
    end
  else
    begin 
      buff0 <= buff0;
      buff1 <= buff1 ;
      buff2 <= buff2 ;
      buff3 <= buff3 ;
      buff4 <= buff4 ;
      buff5 <= buff5 ;
      buff6 <= buff6 ;
      buff7 <= buff7 ;
      buff8 <= buff8 ;
      buff9 <= buff9 ;
      buff10 <= buff10 ;
      buff11 <= buff11 ;
      buff12 <= buff12 ;
      buff13 <= buff13 ;
      buff14 <= buff14 ;
      buff15 <= buff15 ;
    end
end 
always@(posedge clk or negedge reset)
begin
  if(!reset)
    begin   
      mul0 <= 32'b0 ;
      mul1 <= 32'b0 ;
      mul2 <= 32'b0 ;
      mul3 <= 32'b0 ;
      mul4 <= 32'b0 ;
      mul5 <= 32'b0 ;
      mul6 <= 32'b0 ;
      mul7 <= 32'b0 ;
      mul8 <= 32'b0 ;
      mul9 <= 32'b0 ;
      mul10 <= 32'b0 ;
      mul11 <= 32'b0 ;
      mul12 <= 32'b0 ;
      mul13 <= 32'b0 ;
      mul14 <= 32'b0 ;
      mul15 <= 32'b0 ;
    end 
  else if(fir_en)
    begin 
      mul0 <= coeff0 * buff0 ;
      mul1 <= coeff1 * buff1  ;
      mul2 <= coeff2 * buff2  ;
      mul3 <= coeff3 * buff3 ;
      mul4 <= coeff4 * buff4  ;
      mul5 <= coeff5 * buff5 ;
      mul6 <= coeff6 * buff6  ;
      mul7 <= coeff7 * buff7  ;
      mul8 <= coeff8 * buff8  ;
      mul9 <= coeff9 * buff9  ;
      mul10 <= coeff10 * buff10  ;
      mul11 <= coeff11 * buff11 ;
      mul12 <= coeff12 * buff12  ;
      mul13 <= coeff13 * buff13  ;
      mul14 <= coeff14 * buff14 ;
      mul15 <= coeff15 * buff15 ;
    end
  end 
always@(posedge clk or negedge reset)
begin
  if(!reset)
    begin
      fir_filtered_data <= 32'b0;
    end 
  else if(fir_en)
    begin
      fir_filtered_data <= mul0 + mul1 + mul2 + mul3 + mul4 + mul5 + mul6 + mul7 + mul8 + mul9 + mul10 + mul11 + mul12 + mul13 + mul14 + mul15 ;
    end 
end 
endmodule 
File: flow/run.sh
#!/bin/bash
# OpenROAD 26Q1-2900-gdf79404cd8, Yosys 0.63+post, stock flow scripts
make -C /OpenROAD-flow-scripts/flow DESIGN_CONFIG=/design/flow/config.mk WORK_HOME=/design/flow/orfs finish
File: flow/config.mk
export PLATFORM = sky130hd
export DESIGN_NAME = fir_filter
export DESIGN_NICKNAME = fir_filter
export VERILOG_FILES = /design/flow/design.v
export SDC_FILE = /design/flow/constraint.sdc
export NUM_CORES = 4
export LEC_CHECK = 1
export CORE_UTILIZATION = 50
File: flow/constraint.sdc
current_design fir_filter

set clk_period 9.2
set clk_io_pct 0.2

create_clock -name clk0 -period $clk_period [get_ports {clk}]

set non_clock_inputs [all_inputs -no_clocks]
set_input_delay [expr $clk_period * $clk_io_pct] -clock clk0 $non_clock_inputs
set_output_delay [expr $clk_period * $clk_io_pct] -clock clk0 [all_outputs]
==> summary.txt <==
outcome -> completed
Netlist cell types -> 75
IO Count -> 52
grt total ovfl -> 0
hold endpoint -> mul2[18]$_DFFE_PN0P_
Core Region -> 150000 µm²
wire per inst -> 19.2 µm
Bufs on Longest Clock Path -> 3
crit path time final -> 6.14 ns
total track usage -> 0.274
clock skew -> 0.0437 ns
Synth warnings -> 1
H-Tree Depth -> 3
Async SR Flop Fraction -> 1.00
Synth flops -> 648
Top cell by count, worst path -> fa_1
Hold Startpoint -> mul2[18]$_DFFE_PN0P_
post-route cell area -> 81200 µm²
DP Area -> 78200 µm²
Main synth FF type -> dfrtp_1
Setup CP Type -> flop to flop
yosys cell count -> 7521
I/O Buffers -> 51
YS chip area -> 75300 µm²
logic area -> 51600 µm²
ANT nets after route -> 0
Resize count post-CTS -> 0
# rows -> 142
Hold Crit Class -> flop to flop
FF-to-FF End -> fir_filtered_data[31]$_DFFE_PN0P_
Arr. time, crit path -> 6.75 ns
Cells after Synth -> 7521
number of setup buffers added after CTS -> 0
Die H -> 390 µm
fill count -> 13000
sequential area share after synthesis -> 0.215
most common logic cells in the final layout -> inv_1, ha_1, fa_1, dfrtp_1, nand2_1
share of layout cells above drive strength 1 -> 0.0593
Slew @ Worst Pin -> 1.04 ns
DRC viols -> 0
FF-to-FF path depth -> 19
Clock Tree Root -> clkbuf_16
clock sinks -> 648
first-pass GRT wire length -> 298000 µm
Worst R2R Start -> mul7[10]$_DFFE_PN0P_
GPL Wtd Cong -> 0.929
leading area contributor after synthesis -> fa_1
TritonRoute pass-1 iters -> 5
crit path DRT -> 9.81 ns
syn avg cell area -> 10.0 µm²
synthesized cell area -> 75300 µm²
Max-area cell share -> 0.265
cts bufs inserted -> 83
endpoints failing hold -> 0
number of global-route vias before repair -> 52000
initial DRC count -> 2331
CTS tree -> done
Max-Cap Viols -> 0
Tool Warnings -> 122
most frequent logic cell in the layout -> inv_1
Area contributors post-synth -> fa_1, dfrtp_1, ha_1
Post-synth EDFFs -> 0
final wirelength -> 185000 µm
chip area -> 152000 µm²
setup TNS -> 0 ns
area grow syn2layout -> 7.84%
initial antenna violation count -> 16
Critical Path, Cell by Cell -> fa_1 > inv_1 > fa_1 > inv_1 > fa_1 > fa_1 > fa_1 > inv_1 > fa_1 > inv_1 > ha_1 > a2111oi_0 > o21ai_0 > nand2_1 > a211o_1 > a211oi_1 > o31a_1 > or3_1 > a31oi_1
via count -> 49900
dpl hpwl -> 150000 µm
Insertion Delay late pin -> 0.71 ns
Setup WS pre-CTS -> 3.12 ns
Largest stage delay, worst path -> 0.55 ns
slew margin rel. -> 0.302
Final Max Slew Viols -> 0
Worst path slowest cell -> fa_1
Die W -> 390 µm
FF-to-FF setup slack -> 3.06 ns
Flop area -> 16200 µm²
Max Freq -> 0.163 GHz
CP top delay family -> adder cells
Clock transition at path regs -> 0.07 ns
CTS Hold Buffers Added -> 0
Critical Path Sink Type -> flop
Buf/Inv on CP -> 4
largest fanout on the critical path -> 4
FP Util -> 0.503
RSZ-0062 raised after global routing -> false
final setup margin -> 3.06 ns
largest net degree at the start of global routing -> 151
final setup violation count -> 0
Final period util -> 0.667
Vias/cell -> 5.18
hold path cells -> 1
Setup crit start kind -> flop
## per-layer routing
layer  GRT usage  vias to the layer above  wire length (µm)
met3       0.122                      196             19200
met2       0.401                     1117             83000
met5           0                        -                50
met4      0.0488                        8              4460
met1       0.401                    24400             78200
li1            -                    24200                 -
## synth_stat cells, types with 79 or more instances
cell / n
inv_1: 1848
ha_1: 1122
fa_1: 997
dfrtp_1: 648
nand2_1: 433
o21ai_0: 413
nor2_1: 233
a21oi_1: 232
mux2_2: 219
xnor2_1: 201
clkbuf_1: 115
a21o_1: 104
xor2_1: 79
## cells by family after synthesis
family / Yosys count / share of synthesized area
muxes: 263 / 0.0386
and+or+nand+nor: 1048 / 0.0638
xor gates and xnor gates: 280 / 0.0326
AOI/OAI and AO/OA: 1179 / 0.0990
buffers and inverters: 1984 / 0.0989
adders and majority gates: 2119 / 0.452
DFF: 648 / 0.215
## flip-flops by register name, summed over array words and instances (netlist names), 22 cells and up
signal             count
fir_filtered_data     32
mul14                 22
mul7                  28
mul12                 27
mul10                 26
mul11                 24
mul13                 25
mul5                  26
mul8                  28
mul2                  25
mul3                  27
mul6                  28
mul4                  24
mul9                  28
mul1                  22
## layout make-up
cell class              instances  area share
multi-input cells            4889       0.636
flip-flops and latches        648       0.200
inverters                    1849      0.0856
well taps                    2016      0.0311
clock buffers                 105      0.0280
repair buffers                 86      0.0108
clock inverters                48     0.00894
diodes                          3   0.0000925
## through the flow
step,util,std cells,hold WS (ns)
after floorplan,-,7521,0.423
after global placement,0.523,9488,0.459
after detailed placement,0.523,9488,0.466
after CTS,0.543,9641,0.479
after global routing,0.543,9641,0.498
final,0.543,9644,0.476
## worst max path at each step
stage,from,to,slack (ns),cells after the start
4_1_cts,mul7[4]$_DFFE_PN0P_,fir_filtered_data[30]$_DFFE_PN0P_,3.09,21
5_1_grt,mul7[10]$_DFFE_PN0P_,fir_filtered_data[31]$_DFFE_PN0P_,2.76,19
6_report,mul7[10]$_DFFE_PN0P_,fir_filtered_data[31]$_DFFE_PN0P_,3.06,19
